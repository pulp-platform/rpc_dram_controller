File: design/flow/config.mk
export PLATFORM = sky130hd
export DESIGN_NAME = rpc_cmd_decoder
export DESIGN_NICKNAME = rpc_cmd_decoder
export VERILOG_FILES = /design/flow/design.v
export SDC_FILE = /design/flow/constraint.sdc
export NUM_CORES = 4
export LEC_CHECK = 1
export CORE_AREA = 10 10 70 70
export DIE_AREA = 0 0 80 80
File: design/flow/constraint.sdc
current_design rpc_cmd_decoder

set clk_period 2.7
set clk_io_pct 0.2

create_clock -name clk0 -period $clk_period

set non_clock_inputs [all_inputs -no_clocks]
set_input_delay [expr $clk_period * $clk_io_pct] -clock clk0 $non_clock_inputs
set_output_delay [expr $clk_period * $clk_io_pct] -clock clk0 [all_outputs]
File: design/flow/design.v
package rpc_cmd_pkg;
  localparam int unsigned CMD_INVALID 	= 0;
  localparam int unsigned CMD_RESET 	  = 1;
  localparam int unsigned CMD_PRE   	  = 2;
  localparam int unsigned CMD_MRS		    = 3;
  localparam int unsigned CMD_ACT		    = 4;
  localparam int unsigned CMD_WR		    = 5;
  localparam int unsigned CMD_RD		    = 6;
  localparam int unsigned CMD_REF		    = 7;
  localparam int unsigned CMD_ZQC		    = 8;
  localparam int unsigned ZQC_ZQINIT 	= 0;
  localparam int unsigned ZQC_ZQCL 		= 1;
  localparam int unsigned ZQC_ZQCS   	= 2;
  localparam int unsigned ZQC_ZQRESET	= 3;
endpackage  
package rpc_ctrl_pkg;
    localparam unsigned DramAlignPos  = 5;
    localparam unsigned DramAddrWidth = 20;
    localparam unsigned DramWordWidth = 256;
    localparam unsigned MaskWidth = 64;
    typedef logic[5:0]  dram_blen_t;
    typedef logic[19:0] dram_addr_t;
    typedef struct packed{
        logic   w_data_valid;
        logic   r_data_ready;
        logic   [DramWordWidth-1:0]     w_data;
    } phy_req_t;
    typedef struct packed{
        logic   w_data_ready;
        logic   r_data_valid;
        logic [DramWordWidth-1:0]     r_data;
        logic   r_data_last;
    } phy_rsp_t;
    typedef struct packed{
        logic   cmd_valid;
        logic   is_write;
        dram_blen_t  len; 
        logic [DramAddrWidth-1:0]   addr; 
    } axi_cmd_req_t;  
    typedef struct packed{
        logic  cmd_ready;
    } axi_cmd_rsp_t;
endpackage
module rpc_cmd_decoder #(
	parameter int DRAM_CMD_WIDTH   = 32
)(
	input logic [DRAM_CMD_WIDTH-1:0] cmd_i,
	output logic [3:0] cmd_decoded_o,
	output logic [5:0] burst_length_o,
	output logic [1:0] zqc_mode_o,
	output logic [3:0] ref_bank_num_o
);
always_comb begin
	cmd_decoded_o = rpc_cmd_pkg::CMD_INVALID;
	burst_length_o  = '0;
	zqc_mode_o	  = '0;
 	ref_bank_num_o = 4'd4;
	if(cmd_i == {1'b0, 12'b0, 3'b000, 15'b0, 1'b1}) begin
		cmd_decoded_o = rpc_cmd_pkg::CMD_RESET;
	end else if (cmd_i[18:16] == 3'b100 && cmd_i[0] == 1'b0) begin
		cmd_decoded_o = rpc_cmd_pkg::CMD_PRE;
	end else if (cmd_i[18:16] == 3'b010 && cmd_i[0] == 1'b0) begin
		cmd_decoded_o = rpc_cmd_pkg::CMD_MRS;
	end else if (cmd_i[18:16] == 3'b101 && cmd_i[0] == 1'b0) begin
		cmd_decoded_o = rpc_cmd_pkg::CMD_ACT;
	end else if (cmd_i[18:16] == 3'b001 && cmd_i[0] == 1'b0) begin
		cmd_decoded_o = rpc_cmd_pkg::CMD_WR;
		burst_length_o = cmd_i[26:21];
	end else if (cmd_i[18:16] == 3'b000 && cmd_i[0] == 1'b0) begin
		cmd_decoded_o = rpc_cmd_pkg::CMD_RD;
		burst_length_o = cmd_i[26:21];
	end else if (cmd_i[18:16] == 3'b110 && cmd_i[0] == 1'b0) begin
		cmd_decoded_o = rpc_cmd_pkg::CMD_REF;
		ref_bank_num_o = cmd_i[25]+cmd_i[24]+cmd_i[23]+cmd_i[22];
	end else if (cmd_i[18:16] == 3'b001 && cmd_i[0] == 1'b1) begin
		cmd_decoded_o = rpc_cmd_pkg::CMD_ZQC;
		zqc_mode_o  	  = cmd_i[31:30];
	end else begin
		cmd_decoded_o = rpc_cmd_pkg::CMD_INVALID;
	end
end
endmodule 
File: design/flow/run.sh
#!/bin/bash
# OpenROAD 26Q1-2900-gdf79404cd8, Yosys 0.63+post, stock flow scripts
make -C /OpenROAD-flow-scripts/flow DESIGN_CONFIG=/design/flow/config.mk WORK_HOME=/design/flow/orfs finish
==> run notes <==
impl run done, here's what came out: Slew Limit Fails 0, drt drc 0, max_cap viols 0, chip area between 0.006 and 0.007 mm2, met1 Track Usage GR roughly 6.5%, RSZ-0062 raised after global routing false, Synth area leader and2_1, met3 Track Usage GR less than 1%, Routed WL per cell about 12 um, hold_sp cmd_i[0], CORE AREA around 0.0034 mm2, startpoint type of the worst setup path input port, initial DRC count 7, Fillers 365, Synth Seq Share 0%, Seq Cell Count 0, sink of the worst hold path cmd_decoded_o[0], peak supply drop between 0.000015 and 0.00002 V, Reg area 0 um2, Hold WC Path Type in2out, Pre-antenna DRT Iters 2, Synth top cell by count and2_1, area share, top type 21.46%, instance area at placement about 860 um2, yosys warns 1, postcts setup bufs 0, via count approximately 480, met2 usage about 8.5%, worst hold path stage count 3, Final Core Density a little over a quarter, Synth area leaders and2_1, ha_1, nor4_1, nor4_4, fa_1, CTS Hold Buffers Added 0, Init Core Util ~8.5%, clock buffer count 0, die height approximately 80 um, area delta synth->final 215.9%, Max Clock Freq between 300 and 400 MHz, status completed, synth cell count leaders and2_1, nor4_1, ha_1, nor2_1, chip width about 80 um, total track usage a little under 5%, GR peak layer met2, DRT antenna net count 0, vias in the first global route 504, Cell Pwr Density 111.2 mW/mm2, Required @ worst endpoint 2.16 ns, yosys stat cell total 39, final worst-path setup slack 0.08266 ns, syn avg cell area 7.475 um2, Crit Path Class in2out, total tool warning count 33, logic area between 300 and 400 um2, vias per cell ~3.5, Crit. End Element output pin, dpl hpwl between 1500 and 2000 um, Final Hold Viols 0, fin crit period ~2.6 ns, post-synthesis cell area between 200 and 300 um2, cells after synthesis 39, Fin Setup TNS 0 ns, Tcrit/Tclk final about 97%, first-pass GRT wire length 2566 um, Detailed Route WL 1669 um, antenna violations before repair 0, Rows 21, post-synth cell types 21, Pleak 0.3546 nW, critical path peak fanout 2, Port Buffer Count about 47, YS chip area 291.5 um2, Final Instance Area about 920 um2, largest net degree at the start of global routing 7, ratio of cells with drive above 1 in the final layout between 20% and 30%, worst path arrival time between 2 and 2.5 ns, final setup fails 0, GR Overflow Total 0, Top Ports about 48, Final GP Congestion around 0.8, dpl ws -0.3875 ns, # diodes 0
-- metal layers --
| metal | vias up | share of wire (%) |
|---|---|---|
| li1 | 244 | - |
| met4 | 0 | 0 |
| met5 | - | 0 |
| met2 | 25 | 46 |
| met1 | 206 | 45 |
| met3 | 0 | 9.0 |
-- worst max path at each step --
stage                      from  slack (ns)                 to  cells after the start
final                 cmd_i[25]        0.08  ref_bank_num_o[0]                      5
after global routing  cmd_i[16]       0.008  ref_bank_num_o[0]                      6
after CTS              cmd_i[3]       0.003   cmd_decoded_o[0]                      5
-- metrics by stage --
stage	power, W	hold slack (ns)	cells
4_1_cts	0.00009682	1.731	137
5_1_grt	0.0001132	1.553	137
6_report	0.0001024	1.497	137
2_1_floorplan	0.00001693	1.093	39
3_5_place_dp	0.00009564	2.027	137
3_3_place_gp	0.00009549	2.033	137
-- where the power goes --
part | switching [W] | internal [W] | leakage, nW | total (W)
registers | 0 | 0 | 0 | 0
logic | 0.0000312 | 0.0000712 | 0.355 | 0.000102
clock network | 0 | 0 | 0 | 0
-- logic make-up (layout without fill, tap and decap cells) --
group | after synthesis | after routing | synth area share, %
fa+ha+maj | 4 | 4 | 19.74
compound gates | 1 | 1 | 3.005
mux | 1 | 1 | 3.434
buf+inv | 3 | 55 | 5.152
simple gates | 28 | 28 | 64.37
xor+xnor | 1 | 1 | 3.005
other cells | 1 | 1 | 1.286
-- critical path, cell delays in order --
cell	delay, ns
clkdlybuf4s15_2	0.19
fa_1	0.49
ha_4	0.28
and2_4	0.12
clkdlybuf4s50_1	0.45
-- placed cells by master (no fill, tap or decap), types with 2 or more instances in the layout --
cell type / instances
inv_1: 2
nor2_1: 2
nand2b_1: 2
dlymetal6s2s_1: 3
buf_4: 6
ha_1: 2
buf_2: 2
and2_1: 9
clkdlybuf4s50_1: 40
nor4_2: 5
-- final cells by class --
type                            instances  share of cell area [%]
Timing Repair Buffer                   53                   55.71
Multi-Input combinational cell         36                   37.23
Inverter                                2                  0.8152
Tap cell                               46                   6.250
-- repair_timing --
item | in CTS | in global routing
pin swaps | 3 | 3
gates resized | 14 | 13
setup endpoints to repair | 4 | 8
cloned | 0 | 0
Power is estimated from default activity; no workload was simulated.
